<file path="./config.mk">
export PLATFORM = sky130hd
export DESIGN_NAME = Rsa256Wrapper
export DESIGN_NICKNAME = Rsa256Wrapper
export VERILOG_FILES = /design/flow/design.v
export SDC_FILE = /design/flow/constraint.sdc
export NUM_CORES = 4
export LEC_CHECK = 1
export CORE_UTILIZATION = 30
</file>
<file path="./constraint.sdc">
current_design Rsa256Wrapper

set clk_period 169.9
set clk_io_pct 0.2

create_clock -name clk0 -period $clk_period [get_ports {avm_clk}]

set non_clock_inputs [all_inputs -no_clocks]
set_input_delay [expr $clk_period * $clk_io_pct] -clock clk0 $non_clock_inputs
set_output_delay [expr $clk_period * $clk_io_pct] -clock clk0 [all_outputs]
</file>
<file path="./design.v">
module Montgomery(
	input		   i_clk,
	input		   i_rst,
	input 		   i_start,
	input  [255:0] i_a, 
	input  [255:0] i_b,
	input  [255:0] i_n,
	output [255:0] o_res,
	output 		   done
);
localparam S_IDLE = 0;
localparam S_COMPUTE = 1;
logic [257:0] res_r, res_w;
logic state_r, state_w;
logic done_flag_r, done_flag_w;
logic multiplyer_r, multiplyer_w;
logic [257:0] w1, w2, w3, w4;
logic [7:0] count_r, count_w;
assign o_res = res_r[255:0];
assign done = done_flag_r;
always_comb begin
	res_w = res_r;
	state_w = state_r;
	done_flag_w = done_flag_r;
	multiplyer_w = multiplyer_r; 
	count_w = count_r;
	w1 = 258'b0;
	w2 = 258'b0;
	w3 = 258'b0;
	w4 = 258'b0;
	case (state_r)
        S_IDLE : begin
            if (i_start) begin
				state_w = S_COMPUTE;
				res_w = 258'b0;
				done_flag_w = 1'b0;
				multiplyer_w = i_a[0];
				count_w = 7'b0;
			end
			else begin 
				done_flag_w = 1'b0;	
			end
        end 
        S_COMPUTE: begin
			multiplyer_w = i_a[count_r];
			w1 = multiplyer_w ? {1'b0, i_b} : 258'b0;
			w2 = w1 + res_r;
			w3 = w2[0] ? (w2 + {1'b0, i_n}) : w2;
			w4 = w3 >> 1;
			if (count_r == 8'd255) begin
				if (w4 >= {1'b0, i_n}) begin
					res_w = w4 - {1'b0, i_n};
				end
				else begin
					res_w = w4;
				end
				state_w = S_IDLE;
				done_flag_w = 1'b1;
			end
			else begin
				res_w = w4;
				count_w = count_r + 1;
			end
        end
	endcase
end
always_ff @(posedge i_clk or posedge i_rst) begin
	if (i_rst) begin
		state_r <= S_IDLE;
		res_r <= 258'b0;
		done_flag_r <= 1'b0;
		multiplyer_r <= 1'b0;
		count_r <= 8'b0;
	end
	else begin
		state_r <= state_w;
		res_r <= res_w;
		done_flag_r <= done_flag_w;
		multiplyer_r <= multiplyer_w;
		count_r = count_w;
	end
end
endmodule
module ModuloProduct(
	input          i_clk,
	input          i_rst,
	input          i_start,
	input  [255:0] i_a, 
	input  [255:0] i_n,
	output         o_finished,
	output [255:0] o_result
);
logic state_r, state_w;
logic [7:0] count_r, count_w;
logic [256:0] res_r, res_w;
logic done_r, done_w;
logic [256:0] w1;
localparam S_IDLE = 0;
localparam S_CALC = 1;
assign o_result = res_r[255:0];
assign o_finished = done_r;
always_comb begin
	state_w = state_r;
	count_w = count_r;
	done_w = done_r;
	res_w = res_r;
	w1 = res_r << 1;
	case(state_r)
		S_IDLE: begin
			done_w = 1'b0;
			if (i_start) begin
				state_w = S_CALC;
				res_w = {1'b0,i_a};
				count_w = 8'b0;
				done_w = 1'b0;
			end
		end
		S_CALC: begin
			res_w = (w1 > i_n) ? (w1 - i_n) : w1;
			if (count_r == 8'd255) begin
				state_w = S_IDLE;
				done_w = 1'b1;
			end
			else begin
				count_w = count_r + 1;
			end
		end
	endcase
end
always_ff @(posedge i_clk or posedge i_rst) begin
	if (i_rst) begin
		state_r <= S_IDLE;
		res_r <= 257'b0;
		count_r <= 8'b0;
		done_r <= 1'b0;
	end
	else begin
		res_r <= res_w;
		state_r <= state_w;
		count_r <= count_w;
		done_r <= done_w;
	end
end
endmodule
module Rsa256Core (
	input          i_clk,
	input          i_rst,
	input          i_start,
	input  [255:0] i_a,  
	input  [255:0] i_d,  
	input  [255:0] i_n,
	output [255:0] o_a_pow_d,  
	output         o_finished
);
logic calc_product_r, calc_product_w;
logic [255:0] multiplyer_r, multiplyer_w;
logic [255:0] multiply_result_w, result_w, result_r;
logic MT1_done, MT2_done;
logic [1:0] state_r, state_w;
logic [8:0] count_r, count_w;
logic shift_finish;
logic [255:0] shift_res;
logic done_flag_r, done_flag_w;
logic calc_mont1_r, calc_mont1_w, calc_mont2_r, calc_mont2_w;
logic multiply_r, multiply_w;
logic [255:0] square_result_w;
logic [255:0] init_a_w, init_a_r;
localparam S_IDLE = 0;
localparam S_PREP = 1;
localparam S_CALC = 2;
localparam S_WAIT = 3;
Montgomery mont1( .i_clk(i_clk), .i_rst(i_rst), .i_start(calc_mont1_w), .i_a(multiplyer_r), .i_b(result_r), .i_n(i_n), .o_res(multiply_result_w), .done(MT1_done));
Montgomery mont2( .i_clk(i_clk), .i_rst(i_rst), .i_start(calc_mont2_w), .i_a(result_r), .i_b(result_r), .i_n(i_n), .o_res(square_result_w), .done(MT2_done));
ModuloProduct MP(.i_clk(i_clk), .i_rst(i_rst), .i_start(calc_product_w),  .i_a(init_a_w), .i_n(i_n), .o_finished(shift_finish), .o_result(shift_res));
assign o_a_pow_d = result_r;
assign o_finished = done_flag_r;
always_comb begin
	state_w = state_r;
	calc_product_w = calc_product_r;
	count_w = count_r;
	multiply_w = multiply_r;
	multiplyer_w = multiplyer_r;
	calc_mont1_w = calc_mont1_r;
	calc_mont2_w = calc_mont2_r;
	result_w = result_r;
	init_a_w = init_a_r;
	done_flag_w = done_flag_r;
	case(state_r)
		S_IDLE : begin
			done_flag_w = 1'b0;
			if (i_start) begin
				calc_product_w = 1'b1;
				state_w = S_PREP;
				done_flag_w = 1'b0;
				count_w <= 8'd0;;
				calc_mont1_w = 1'b0;
				calc_mont2_w = 1'b0;
				multiply_w = 1'b0;
				multiplyer_w = 256'd1;
				init_a_w = i_a;
				result_w <= 257'b0;
			end
		end	
		S_PREP : begin
			if (shift_finish) begin
				result_w = shift_res;
				state_w = S_CALC;
				calc_product_w = 1'b0;
			end
		end	
		S_CALC : begin
			if(count_r == 9'd256) begin
				state_w = S_IDLE;
				done_flag_w = 1'b1;
				result_w = multiplyer_r; 
			end
			else begin
				count_w = count_r + 1;
				if (i_d[count_r]) begin
					state_w = S_WAIT;
					calc_mont1_w = 1'b1;
					calc_mont2_w = 1'b1;
					multiply_w = 1'b1;
				end
				else begin
					state_w = S_WAIT;
					calc_mont2_w = 1'b1;
					calc_mont1_w = 1'b0;
					multiply_w = 1'b0;
				end
			end
		end
		S_WAIT : begin
			if (multiply_r & MT1_done & MT2_done) begin
				calc_mont1_w = 1'b0;
				calc_mont2_w = 1'b0;
				result_w = square_result_w;
				multiplyer_w = multiply_result_w;
				state_w = S_CALC;
			end
			else if (~multiply_r & MT2_done) begin
				calc_mont2_w = 1'b0;
				result_w = square_result_w;
				state_w = S_CALC;
			end	
		end
	endcase
end
always_ff @(posedge i_clk or posedge i_rst) begin
	if (i_rst) begin
		state_r <= S_IDLE;
		result_r <= 257'b0;
		done_flag_r <= 1'b0;
		multiplyer_r <= 256'd1;
		calc_mont1_r <= 1'b0;
		calc_mont2_r <= 1'b0;
		calc_product_r <= 1'b0;
		count_r <= 9'd0;
		multiply_r <= 1'b0;
		init_a_r <= 256'b0;
		done_flag_r <= 1'b0;
	end
	else begin
		state_r <= state_w;
		result_r <= result_w;
		done_flag_r <= done_flag_w;
		multiplyer_r <= multiplyer_w;
		calc_mont1_r <= calc_mont1_w;
		calc_mont2_r <= calc_mont2_w;
		calc_product_r <= calc_product_w;
		count_r <= count_w;
		multiply_r <= multiply_w;
		init_a_r <= init_a_w;
	end
end
endmodule
module Rsa256Wrapper (
    input         avm_rst,
    input         avm_clk,
    output  [4:0] avm_address,  
    output        avm_read,
    input  [31:0] avm_readdata,
    output        avm_write,
    output [31:0] avm_writedata,
    input         avm_waitrequest
);
localparam RX_BASE     = 0*4;
localparam TX_BASE     = 1*4;
localparam STATUS_BASE = 2*4;
localparam TX_OK_BIT   = 6;
localparam RX_OK_BIT   = 7;
localparam RSA_DATA_LEN = 32;  
localparam S_RX_IDLE        = 0;
localparam S_TX_IDLE        = 1;
localparam S_GET_KEY        = 2;
localparam S_GET_DATA       = 3;
localparam S_WAIT_CALCULATE = 4;
localparam S_SEND_DATA      = 5;
localparam T_KEY  = 1'b0;
localparam T_DATA = 1'b1;
logic [255:0] n_r, n_w, d_r, d_w, enc_r, enc_w, dec_r, dec_w;  
logic [2:0] state_r, state_w;
logic [6:0] bytes_counter_r, bytes_counter_w;
logic [4:0] avm_address_r, avm_address_w;
logic avm_read_r, avm_read_w, avm_write_r, avm_write_w;
logic rx_type_r, rx_type_w;
logic rsa_start_r, rsa_start_w;
logic rsa_finished;
logic [255:0] rsa_dec;
assign avm_address = avm_address_r;
assign avm_read = avm_read_r;
assign avm_write = avm_write_r;
assign avm_writedata = dec_r[247-:8];
Rsa256Core rsa256_core(
    .i_clk(avm_clk),
    .i_rst(avm_rst),
    .i_start(rsa_start_r),
    .i_a(enc_r),
    .i_d(d_r),
    .i_n(n_r),
    .o_a_pow_d(rsa_dec),
    .o_finished(rsa_finished)
);
task StartRead;
    input [4:0] addr;
    begin
        avm_read_w = 1;
        avm_write_w = 0;
        avm_address_w = addr;
    end
endtask
task StartWrite;
    input [4:0] addr;
    begin
        avm_read_w = 0;
        avm_write_w = 1;
        avm_address_w = addr;
    end
endtask
always_comb begin
    n_w = n_r;
    d_w = d_r;
    enc_w = enc_r;
    dec_w = dec_r;
    avm_address_w = avm_address_r;
    avm_read_w = avm_read_r;
	avm_write_w = avm_write_r;
    state_w = state_r;
    rsa_start_w = rsa_start_r;
    bytes_counter_w = bytes_counter_r;
    rx_type_w = rx_type_r;
     case (state_r)
        S_RX_IDLE : begin
            StartRead(STATUS_BASE);
            if (!avm_waitrequest) begin
                if (avm_readdata[RX_OK_BIT]) begin
                    StartRead(RX_BASE);
                    if (rx_type_r == T_KEY)
                        state_w = S_GET_KEY;
                    else
                        state_w = S_GET_DATA;
                end
                else begin
                    state_w = S_RX_IDLE;
                end
            end
            else begin
                state_w = S_RX_IDLE;
            end
        end
        S_GET_KEY: begin
            if (!avm_waitrequest) begin
                    avm_read_w = 0;  
                    if (bytes_counter_r < RSA_DATA_LEN) begin
                        n_w = n_r << 8;
                        n_w[7:0] = avm_readdata[7:0];
                        bytes_counter_w = bytes_counter_r + 1'b1;
                        state_w = S_RX_IDLE;
                    end
                    else if (bytes_counter_r < 2 * RSA_DATA_LEN) begin  
                        d_w = d_r << 8;
                        d_w[7:0] = avm_readdata[7:0];
                        bytes_counter_w = bytes_counter_r + 1'b1;
                        state_w = S_RX_IDLE;
                    end
                    if (bytes_counter_r == (2 * RSA_DATA_LEN - 1)) begin
                        rx_type_w = T_DATA;
                        state_w = S_RX_IDLE;
                        bytes_counter_w = 0;
                    end
            end
            else begin
                state_w = S_GET_KEY;
            end
        end
        S_GET_DATA: begin
            if (!avm_waitrequest) begin
                avm_read_w = 0;
                if (bytes_counter_r < RSA_DATA_LEN) begin
                    enc_w = enc_r << 8;
                    enc_w[7:0] = avm_readdata[7:0];
                    bytes_counter_w = bytes_counter_r + 1'b1;
                    state_w = S_RX_IDLE;
                end
                if (bytes_counter_r == RSA_DATA_LEN - 1) begin
                    bytes_counter_w = 0;
                    rsa_start_w = 1'b1;  
                    state_w = S_WAIT_CALCULATE;
                end
            end
        end
        S_WAIT_CALCULATE : begin
            rsa_start_w = 1'b0;  
            if (rsa_finished) begin
                dec_w = rsa_dec;
                state_w = S_TX_IDLE;
            end
            else begin
                state_w = S_WAIT_CALCULATE;
            end
        end
        S_TX_IDLE: begin
            StartRead(STATUS_BASE);
            if (!avm_waitrequest) begin
                if (avm_readdata[TX_OK_BIT]) begin
                    StartWrite(TX_BASE);
                    state_w = S_SEND_DATA;
                end
                else begin
                    state_w = S_TX_IDLE;
                end
            end
            else begin
                state_w = S_TX_IDLE;
            end
        end
        S_SEND_DATA : begin
            if (!avm_waitrequest) begin
                avm_write_w = 0;
                if (bytes_counter_r < RSA_DATA_LEN - 2) begin
                    bytes_counter_w = bytes_counter_r + 1'b1;
                    dec_w = dec_r << 8;
                    state_w = S_TX_IDLE;
                end
                else if (bytes_counter_r == RSA_DATA_LEN - 2) begin  
                    bytes_counter_w = 0;
                    state_w = S_RX_IDLE;
                end
                else begin
                    state_w = S_SEND_DATA;
                end
            end
            else begin
                state_w = S_SEND_DATA;
            end
        end
    endcase
end
always_ff @(posedge avm_clk or posedge avm_rst) begin
    if (avm_rst) begin
        n_r <= 0;
        d_r <= 0;
        enc_r <= 0;
        dec_r <= 0;
        avm_address_r <= STATUS_BASE;
        avm_read_r <= 1;
        avm_write_r <= 0;
        state_r <= S_RX_IDLE;
        bytes_counter_r <= 0;
        rsa_start_r <= 0;
        rx_type_r <= T_KEY;
    end else begin
        n_r <= n_w;
        d_r <= d_w;
        enc_r <= enc_w;
        dec_r <= dec_w;
        avm_address_r <= avm_address_w;
        avm_read_r <= avm_read_w;
        avm_write_r <= avm_write_w;
        state_r <= state_w;
        bytes_counter_r <= bytes_counter_w;
        rsa_start_r <= rsa_start_w;
        rx_type_r <= rx_type_w;
    end
end
endmodule
</file>
<file path="./run.sh">
#!/bin/bash
# OpenROAD 26Q1-2900-gdf79404cd8, Yosys 0.63+post, stock flow scripts
make -C /OpenROAD-flow-scripts/flow DESIGN_CONFIG=/design/flow/config.mk WORK_HOME=/design/flow/orfs finish
</file>
==> results.sh <==
# yosys + openroad results
export IMPL_overflow=0
export IMPL_path_buffers=6
export IMPL_edf_count=0
export IMPL_r2r_cells=67
export IMPL_port_buffer_count=22
export IMPL_htree_levels=5
export IMPL_drive_gt1_share_pct=7.88
export IMPL_max_freq_ghz=0.0265
export IMPL_yosysMostFrequentCell="nand2_1"
export IMPL_min_period_ns=37.67
export IMPL_ys_warn_count=4
export IMPL_pin_count=74
export IMPL_crit_end="n_r[126]"
export IMPL_ir_drop_mv=0.00831
export IMPL_cts_buffers_inserted=327
export IMPL_syn_area_mm2=0.246
export IMPL_ys_flops=2623
export IMPL_drc=0
export IMPL_total_power_mw=1.41
export IMPL_syn_inst=32500
export IMPL_yosys_area_share_adder_pct=9.18
export IMPL_ys_seq_share_pct=26.6
export IMPL_grt_antenna_before_repair=108
export IMPL_grt_pass1_vias=241000
export IMPL_hp_class="register to register"
export IMPL_postSynth_asyncResetShare_pct=100
export IMPL_crit_top_cell="buf_4"
export IMPL_dpl_cell_area_mm2=0.259
export IMPL_die_x_um=908
export IMPL_cp_depth=9
export IMPL_wl_per_cell_um=33.3
export IMPL_cp_slowest_cell="and2_4"
export IMPL_start_kind="primary input"
export IMPL_area_delta_synth_final_pct=9.86
export IMPL_rsz0062_at_grt="false"
export IMPL_slew_violations=8
export IMPL_grt_pass1_wl_mm=1960
export IMPL_cts_path_max_buffers=4
export IMPL_postRouteAntennaNets=0
export IMPL_post_cts_resize_count=0
export IMPL_path_cells="clkdlybuf4s50_1 -> nor3_1 -> and2_4 -> buf_4 -> buf_4 -> buf_4 -> buf_4 -> buf_4 -> o21ai_0"
export IMPL_skew_ns=0.117
export IMPL_drv_cap=3
export IMPL_violations="max-capacitance violations, max-slew violations"
export IMPL_grtUsageTotal_pct=34.7
export IMPL_top_area_share_pct=26.6
export IMPL_top_logic_kind="AND-OR/OR-AND gates"
export IMPL_row_count=332
export IMPL_root_buffer="clkbuf_16"
export IMPL_chip_area_mm2=0.825
export IMPL_clk_pin_slew_ns=0.07
export IMPL_final_util_pct=33.1
export IMPL_crit_reg2reg_capture="rsa256_core.mont2.res_r[134]"
export IMPL_worstPathRequired_ns=170.81
export IMPL_fp_util_pct=30.1
export IMPL_r2r_start="rsa256_core.mont2.count_r[0]"
export IMPL_fin_crit_sh_pct=22.2
export IMPL_hpwl_mm=1210
export IMPL_r2r_setup_slack_ns=144.55
export IMPL_synth_main_ff_cell="dfrtp_1"
export IMPL_final_area_mm2=0.271
export IMPL_hold_buffers=0
export IMPL_status="finished, violations left"
export IMPL_aoi_share_pct=26.3
export IMPL_simple_gate_area_share_pct=20.1
export IMPL_cts_setup_buffers=0
export IMPL_yosys_top_cells_count="5,622 x nand2_1, 3,676 x a21oi_1, 3,454 x o21ai_0"
export IMPL_xor_area_share_pct=6.32
export IMPL_gp_congestion=1.05
export IMPL_vias_per_cell=5.82
export IMPL_drt_iter0_markers=23300
export IMPL_ys_types=118
export IMPL_num_fill_cells=86600
export IMPL_max_slew_margin_rel_pct=-5.25
export IMPL_via_count=249000
export IMPL_totalWireLength_mm=1430
export IMPL_ys_sh_mux_pct=6.59
export IMPL_hold_viol=0
export IMPL_synth_area_per_cell_um2=7.58
export IMPL_yosysCellCount=32500
export IMPL_slowest_delay_ns=0.68
export IMPL_cts_tree="done"
export IMPL_leakage_nw=124
export IMPL_power_density_mw_per_mm2=5.20
export IMPL_warnings=85
export IMPL_ys_chip_area_mm2=0.246
export IMPL_firstDrtPassIters=13
export IMPL_cts_sinks=2623
export IMPL_cp_max_fo=67
export IMPL_die_y_um=908
export IMPL_synth_top_cell_by_area="dfrtp_1"
export IMPL_setup_violations=0
export IMPL_cp_startpoint="avm_waitrequest"
export IMPL_end_kind="register"
export IMPL_worst_pin_slew_ns=1.57
export IMPL_setup_tns_ns=0
export IMPL_critical_path_class="primary input to register"
export IMPL_cp_top_family="buffers and inverters"
export IMPL_worst_ep_arrival_time_ns=38.58
export IMPL_insertion_delay_ns=1.10
export IMPL_core_mm2=0.818
export IMPL_topCellsByArea="dfrtp_1 27%, ha_1 9.1%, nand2_1 8.6%"
export IMPL_grt_max_degree=137
-- worst register-to-register path, delay by kind of cell, from the launching register on --
kind / cells / cell delay, ns
AND-OR/OR-AND: 23 / 8.03
XOR/XNOR: 1 / 0.35
adder cells (fa/ha/maj): 3 / 1.31
buffers and inverters: 13 / 4.44
flip-flops: 1 / 0.74
multiplexers: 4 / 3.01
AND/OR/NAND/NOR: 23 / 7.39
-- through the flow --
stage	hold WS, ns	instances	setup WS (ns)
6_report	0.466	42800	132.23
5_1_grt	0.481	42700	131.98
4_1_cts	0.471	42700	132.42
3_5_place_dp	0.456	42100	131.32
3_3_place_gp	0.453	42100	131.37
2_1_floorplan	0.426	32500	61.78
-- state kept, by name, indices dropped and copies added (netlist names), 9 cells and up --
name and count:
rsa256_core.mont1.res_r 258, rsa256_core.mont2.res_r 258, d_r 256, enc_r 256
n_r 256, rsa256_core.MP.res_r 256, rsa256_core.init_a_r 256, rsa256_core.multiplyer_r 256
rsa256_core.result_r 256, dec_r 248, rsa256_core.count_r 9
-- worst min-delay path by stage --
stage | from | endpoint | slack (ns) | cells after the start
global route | rsa256_core.init_a_r[94] | rsa256_core.init_a_r[94] | 0.48 | 2
CTS | rsa256_core.init_a_r[195] | rsa256_core.init_a_r[195] | 0.47 | 2
finish | rsa256_core.init_a_r[214] | rsa256_core.init_a_r[214] | 0.47 | 2
-- layout by cell type, fill, tap and decap left out, types with 560 or more instances in the layout --
master and n:
nand2_1 5616, a21oi_1 3671, o21ai_0 3438, dfrtp_1 2601
nor2_1 2420, ha_1 1794, xnor2_1 1127, nand4_1 922
inv_1 921, a21o_1 882, buf_4 821, xor2_1 649
and2_1 587, o21bai_1 560
-- kinds of logic after synthesis --
kind of cell	count (synthesis)
xor+xnor	1777
buf+inv	3035
flops	2623
simple gates	11300
mux	1248
compound gates	10700
other cells	1
fa+ha+maj	1803
-- routing by layer --
layer	GRT usage (%)	share of wire, %	wire (µm)
met5	0.0983	0.032	458
met4	21.7	8.2	117000
met3	8.96	7.7	109000
met2	52.3	44	626000
met1	44.8	40	574000
-- power breakdown --
| part | total (mW) | internal, mW | switching (mW) |
|---|---|---|---|
| clock network | 0.759 | 0.436 | 0.323 |
| logic | 0.0239 | 0.00502 | 0.0188 |
| registers | 0.625 | 0.625 | 0.000420 |
| total | 1.41 | 1.07 | 0.342 |
-- cell type report --
type	count	area, µm²	area share, %
Antenna cell	118	295	0.109
Inverter	930	3540	1.31
Sequential cell	2623	65700	24.3
Clock buffer	440	9220	3.41
Clock inverter	154	2180	0.806
Timing Repair Buffer	858	6680	2.47
Tap cell	10900	13600	5.02
Multi-Input combinational cell	26800	169000	62.6
Power is estimated from default activity; no workload was simulated.
